--- /design/flow/design.v ---
module adder(a, b, result);
    input [31:0] a, b;
    output reg [31:0] result;
    always @(a or b) begin
        result = a + b;
    end
endmodule
--- /design/flow/constraint.sdc ---
current_design adder

set clk_period 18.1
set clk_io_pct 0.2

create_clock -name clk0 -period $clk_period

set non_clock_inputs [all_inputs -no_clocks]
set_input_delay [expr $clk_period * $clk_io_pct] -clock clk0 $non_clock_inputs
set_output_delay [expr $clk_period * $clk_io_pct] -clock clk0 [all_outputs]
--- /design/flow/config.mk ---
export PLATFORM = sky130hd
export DESIGN_NAME = adder
export DESIGN_NICKNAME = adder
export VERILOG_FILES = /design/flow/design.v
export SDC_FILE = /design/flow/constraint.sdc
export NUM_CORES = 4
export LEC_CHECK = 1
export CORE_AREA = 10 10 85 85
export DIE_AREA = 0 0 95 95
--- /design/flow/run.sh ---
#!/bin/bash
# OpenROAD 26Q1-2900-gdf79404cd8, Yosys 0.63+post, stock flow scripts
make -C /OpenROAD-flow-scripts/flow DESIGN_CONFIG=/design/flow/config.mk WORK_HOME=/design/flow/orfs finish
==> results.json <==
{
  "status": "finished, final reports clean",
  "grtUsageMet3_pct": 2.72,
  "end_kind": "primary output",
  "overflow": 0,
  "tool_warnings": 32,
  "crit_chain": "clkdlybuf4s50_1, ha_1, fa_1, a21o_1, a31o_2, nand3_1, o221ai_1, a311oi_1, o21bai_1, xor2_1, clkdlybuf4s50_1",
  "flop_area_um2": 0,
  "critPathTopFamily": "AND-OR/OR-AND gates",
  "grt_pass1_vias": 1992,
  "holdWs_ns": 8.27,
  "cp-start-kind": "primary input",
  "finalSetupViolCount": 0,
  "dr.pass1.iters": 4,
  "critPathSlowestCell": "clkdlybuf4s50_1",
  "ir_drop_mv": 0.0161,
  "port_buffers": 96,
  "fillers": 564,
  "max_stage_delay_ns": 0.50,
  "wl_um": 5760,
  "critPathMostFrequentCell": "clkdlybuf4s50_1",
  "avgSynthCellArea_um2": 7.24,
  "core_um2": 5470,
  "clock_buffers": 0,
  "die_h_um": 95,
  "vias": 2058,
  "gp_congestion": 0.924,
  "rsz0062_at_grt": "false",
  "cts_hold_buf": 0,
  "grt_pass1_wl_um": 9450,
  "area_delta_synth_final_pct": 57.7,
  "track_usage_pct": 12.4,
  "syn_inst": 241,
  "met2_usage_pct": 20.9,
  "cp_num_buf_inv": 2,
  "place_hpwl_um": 5130,
  "grt_busiest_layer": "met2",
  "antenna_found_initial": 0,
  "nFlopsAndLatches": 0,
  "path_class": "in -> out",
  "vias_per_cell": 5.17,
  "ys.warnings.count": 1,
  "num_antenna_cells": 0,
  "yosys_area_um2": 1740,
  "hold_viol_final": 0,
  "die_x_um": 95,
  "cts_resized": 0,
  "clock.fmax_ghz": 0.0984,
  "ys_seq_share_pct": 0,
  "core.rowCount": 27,
  "drive_gt1_share_pct": 3.07,
  "drtIter0Drc": 42,
  "gr-usage-met1_pct": 16.8,
  "ant_nets": 0,
  "hold_class": "in -> out",
  "min_period_ns": 10.16,
  "grt_max_degree": 11,
  "wl_per_cell_um": 14.5,
  "syn_area_um2": 1740,
  "worstMarginPinSlew_ns": 0.560,
  "synth_cell_types": 50,
  "drv_cap": 0,
  "dieArea_um2": 9030,
  "pin_count": 96,
  "powerDensity_nw_per_um2": 38.6,
  "post-cts-setup-buffer-count": 0,
  "slew_headroom_pct": 61.7,
  "post-route-period-util_pct": 56.1,
  "cp.required_ns": 14.48,
  "drc_errors": 0,
  "p_leak_nw": 1.18,
  "arrival_ns": 6.54,
  "layout_top_cells": "96 x clkdlybuf4s50_1, 31 x ha_1, 29 x a21oi_1, 19 x a21o_1, 18 x nand2_1",
  "ys_cells": 241,
  "final_max_slew_viol_count": 0,
  "initCoreUtil_pct": 31.9,
  "cp_max_fo": 4,
  "setup_tns_ns": 0,
  "lay_top_count": "clkdlybuf4s50_1"
}
==> final timing paths <==
kind	slack [ns]	startpoint	endpoint	cells after the start
setup / recovery	7.94	a[0]	result[26]	11
hold / removal	8.27	b[0]	result[0]	3
==> through the flow <==
step | instances | power (mW) | util (%) | setup WS (ns) | cell area [um^2]
after floorplan | 241 | 0.0513 | - | 9.03 | 1740
after global placement | 398 | 0.108 | 50.3 | 7.95 | 2750
after detailed placement | 398 | 0.107 | 50.3 | 7.93 | 2750
after CTS | 398 | 0.108 | 50.3 | 7.92 | 2750
after global routing | 398 | 0.119 | 50.3 | 7.69 | 2750
final | 398 | 0.106 | 50.3 | 7.94 | 2750
==> kinds of logic (layout without fill, tap and decap cells) <==
logic type                 Yosys count  in the layout  share of synthesized area [%]
AOI/OAI and AO/OA                   97             97                           39.3
adders and majority gates           32             32                           23.4
muxes                                2              2                           1.15
xor gates and xnor gates            28             28                           14.1
and+or+nand+nor                     65             65                           18.3
buffers and inverters               17            102                           3.80
==> where the power goes <==
group | leakage [nW] | switching, mW | internal, mW
Clock | 0 | 0 | 0
Combinational | 1.18 | 0.0419 | 0.0642
Sequential | 0 | 0 | 0
==> routing by layer <==
metal	wire, um	vias up
li1	-	1096
met1	2710	899
met2	2530	63
met3	528	0
met4	0	0
met5	0	-
==> final cells by class <==
type	count	area, um^2	area share, %
repair buffers	96	961	34.9
well taps	72	90.1	3.27
inverters	6	22.5	0.819
multi-input cells	224	1680	61.0
==> cells in the mapped netlist, types with 2 or more instances <==
cell | n | share of area [%]
ha_1 | 31 | 22
a21oi_1 | 29 | 8.3
a21o_1 | 19 | 8.2
nand2_1 | 18 | 3.9
xor2_1 | 15 | 7.5
o21ai_0 | 13 | 3.7
xnor2_1 | 13 | 6.5
nor2_1 | 12 | 2.6
nand3_1 | 10 | 2.9
clkbuf_1 | 8 | 1.7
nand4_1 | 8 | 2.9
inv_1 | 6 | 1.3
nor3_1 | 4 | 1.1
o21bai_1 | 4 | 1.7
a211oi_1 | 3 | 1.3
a31oi_1 | 3 | 1.1
o211ai_1 | 3 | 1.3
or2_2 | 3 | 1.1
a311oi_1 | 2 | 1.0
buf_2 | 2 | 0.57
mux2i_1 | 2 | 1.1
nand2b_1 | 2 | 0.72
o21a_1 | 2 | 0.86
o221ai_1 | 2 | 1.0
o311ai_1 | 2 | 1.0
No activity file was given, so power comes from the tool's default toggle rates.
